==> design.v <==
module LedCounter(clk, data_bus, enable, write, segments, enable_segments);
    inout [15:0] data_bus;
    output [7:0] segments;
    output reg [3:0] enable_segments;
    reg [3:0] digits [3:0];
    reg [6:0] counter;
    input clk, enable, write;
    initial begin
        digits[0] = 4'h0;
        digits[1] = 4'h0;
        digits[2] = 4'h0;
        digits[3] = 4'h0;
        counter = 0;
    end
    Digit dd(digits[counter[6:5]], segments);
    always @(posedge write)
        if (enable) begin
            digits[0] <= data_bus[3:0];
            digits[1] <= data_bus[7:4];
            digits[2] <= data_bus[11:8];
            digits[3] <= data_bus[15:12];
        end
    always @(posedge clk)
        counter <= counter + 1;
    always @(counter)
        case (counter[6:4])
            3'b000: enable_segments = 4'b1110;
            3'b010: enable_segments = 4'b1101;
            3'b100: enable_segments = 4'b1011;
            3'b110: enable_segments = 4'b0111;
            default: enable_segments = 4'b1111;
        endcase
endmodule
module Digit(digit, real_segments);
    input [3:0] digit;
    output [7:0] real_segments;
    reg [7:0] segments;
    assign real_segments = ~segments;
    always @(digit)
        case (digit)
            4'h0: segments = 8'b11111100;
            4'h1: segments = 8'b01100000;
            4'h2: segments = 8'b11011010;
            4'h3: segments = 8'b11110010;
            4'h4: segments = 8'b01100110;
            4'h5: segments = 8'b10110110;
            4'h6: segments = 8'b10111110;
            4'h7: segments = 8'b11100000;
            4'h8: segments = 8'b11111110;
            4'h9: segments = 8'b11110110;
            4'hA: segments = 8'b11101110;
            4'hB: segments = 8'b00111110;
            4'hC: segments = 8'b10011100;
            4'hD: segments = 8'b01111010;
            4'hE: segments = 8'b10011110;
            4'hF: segments = 8'b10001110;
        endcase
endmodule
==> run.sh <==
#!/bin/bash
# OpenROAD 26Q1-2900-gdf79404cd8, Yosys 0.63+post, stock flow scripts
make -C /OpenROAD-flow-scripts/flow DESIGN_CONFIG=/design/flow/config.mk WORK_HOME=/design/flow/orfs finish
==> config.mk <==
export PLATFORM = sky130hd
export DESIGN_NAME = LedCounter
export DESIGN_NICKNAME = LedCounter
export VERILOG_FILES = /design/flow/design.v
export SDC_FILE = /design/flow/constraint.sdc
export NUM_CORES = 4
export LEC_CHECK = 1
export CORE_AREA = 10 10 90 90
export DIE_AREA = 0 0 100 100
==> constraint.sdc <==
current_design LedCounter

set clk_period 4.4
set clk_io_pct 0.2

create_clock -name clk0 -period $clk_period [get_ports {clk}]
create_clock -name clk1 -period $clk_period [get_ports {write}]

set non_clock_inputs [all_inputs -no_clocks]
set_input_delay [expr $clk_period * $clk_io_pct] -clock clk0 $non_clock_inputs
set_output_delay [expr $clk_period * $clk_io_pct] -clock clk0 [all_outputs]
==> run_results.csv <==
group,metric,value,unit
clocking,cts_hold_buf,0,
synth,synth_seq_share,50.0,%
outcome,error_line,"[ERROR RSZ-0074] Failed to build tree from global routes for pin 'data_bus[9]' and net 'data_bus[9]' at grid (3450, 65550): found route to 2 pins, expected 1",
floorplanning,ios,31,
synth,top_area_cell,"edfxtp_1",
floorplanning,die_h,100,um
synth,edf_count,16,
synth,synthTopCellsByArea,"edfxtp_1 39%, dfxtp_1 11%, ha_1 8.1%",
placement,dp_hpwl,1800,um
synth,ys_area,0.00124,sq mm
synth,ys_types,31,
floorplanning,die_x,100,um
synth,synthFlopType,"edfxtp_1",
synth,async_flop_share,0,%
synth,synth_area,0.00124,sq mm
floorplanning,row_count,29,
floorplanning,fp_util,19.8,%
placement,port_buffers,12,
clocking,post-cts-setup-buffer-count,0,
outcome,lastStage,"5_1_grt",
clocking,cts_sinks,23,
synth,synth_flops,23,
placement,gp_congestion,0.733,
final_timing,untimed_endpoints,16,
synth,synth_stat.cells,91,
grt,grt_max_degree,17,
synth,syn_avg_cell_area,13.6,sq um
synth,top_cell_area_share,38.7,%
clocking,cts-resized-gates,0,
synth,yosysWarnings,4,
outcome,status,"stopped before the end",
synth,syn_inst,91,
per-stage QoR:
stage,cells,setup slack (ns),area (sq um)
detailed placement,176,0.913,1420
floorplan,91,1.69,1240
CTS,183,0.676,1510
global placement,176,0.965,1420
synth_stat cells (2+ instances only):
master	number
xor2_1	5
buf_6	2
ha_1	8
nand2_1	4
inv_1	4
nor2_1	2
mux4_2	2
mux2_4	5
edfxtp_1	16
dfxtp_1	7
xnor2_1	4
nand3_1	6
o22ai_1	2
mux2i_1	7
kinds of logic after synthesis:
kind of cell | after synthesis | share of synthesized area (%)
other cells | 1 | 0.302
xor+xnor | 9 | 6.35
fa+ha+maj | 8 | 8.06
buf+inv | 8 | 4.03
flops | 23 | 50.0
simple gates | 19 | 8.77
compound gates | 7 | 3.93
mux | 16 | 18.5
