==> design/flow/design.v <==
module Gpu(clk, reset, data_bus, address_bus, w, r, hs, vs, color);
    input clk  ;
    input reset;
    input w, r;
    inout [15:0] data_bus;
    input [7:0] address_bus;
    output reg hs, vs;
    output reg [7:0] color;
    reg [10:0] row;
    reg [10:0] line;
    reg [7:0] bar;
    (* ram_style="block" *)
    reg [15:0] sprites[11:0]  ;
    (* ram_style="block" *)
    reg [7:0] tiles[8:0]  ;
    reg [15:0] data_bus_out;
    assign data_bus = r ? data_bus_out : 16'bz;
    initial begin
        row = 0;
        line = 0;
    end
    task draw_line;
    begin
        if (row < 16) begin
            color <= 8'b00000000;
            hs <= 1'b0;
        end else if(row < 16 + 96) begin
            color <= 8'b00000000;
            hs <= 1'b1;
        end else if(row < 16 + 96 + 48) begin
            color <= 8'b00000000;
            hs <= 1'b0;
        end else
            color <= bar[row % 8];
    end endtask
    always @(posedge clk, posedge reset) begin
          if (reset) begin
            row <= 0;
            line <= 0;
          end else begin
              row <= row + 1;
              if (row == 800) begin
                    line <= line + 1;
                    row <= 0;
              end
              if (line < 10) begin
                    color <= 8'b00000000;
                    vs <= 1'b0;
              end else if (line < 10 + 2) begin
                    color <= 8'b00000000;
                    vs <= 1'b1;
              end else if (line < 10 + 2 + 33) begin
                    color <= 8'b00000000;
                    vs <= 1'b0;
              end else if (line < 10 + 2 + 33 + 480) begin
                    draw_line();
              end else begin
                    line <= 0;
              end 
          end
    end
endmodule
==> design/flow/run.sh <==
#!/bin/bash
# OpenROAD 26Q1-2900-gdf79404cd8, Yosys 0.63+post, stock flow scripts
make -C /OpenROAD-flow-scripts/flow DESIGN_CONFIG=/design/flow/config.mk WORK_HOME=/design/flow/orfs finish
==> design/flow/config.mk <==
export PLATFORM = sky130hd
export DESIGN_NAME = Gpu
export DESIGN_NICKNAME = Gpu
export VERILOG_FILES = /design/flow/design.v
export SDC_FILE = /design/flow/constraint.sdc
export NUM_CORES = 4
export LEC_CHECK = 1
export CORE_AREA = 10 10 92 92
export DIE_AREA = 0 0 102 102
==> design/flow/constraint.sdc <==
current_design Gpu

set clk_period 3.9
set clk_io_pct 0.2

create_clock -name clk0 -period $clk_period [get_ports {clk}]

set non_clock_inputs [all_inputs -no_clocks]
set_input_delay [expr $clk_period * $clk_io_pct] -clock clk0 $non_clock_inputs
set_output_delay [expr $clk_period * $clk_io_pct] -clock clk0 [all_outputs]
==> run notes <==
The area of the synthesized netlist per yosys stat is 1465 µm². Yosys stat counts 152 cells in the synthesized netlist. Detailed placement finished with a half-perimeter wire length of 1834 µm. TritonCTS built the clock tree. The number of hold buffers added after CTS was 0. Maximum VDD drop: 0.00009131 V.

The count of nets left with antenna violations once routing finished came out at 0. Measured along the x axis, the die boundary spans 102 µm. At the later pin of the worst-skew pair, clock insertion delay measures 0.27 ns. Across every metal layer, demand over resource in global routing totals 4.741%. The mapped netlist covers 1465 µm². Measured along the y axis, the die boundary spans 102 µm. The fraction of layout instances using a drive strength above 1 works out to 6.536%. Setup repair after global routing left no endpoint under its margin.

The count of unique library cells instantiated by Yosys is 39. The flow ran to the end, and the final reports show no timing, DRC or antenna violations. With the number of global-route vias before repair at 961, the residual overflow from global routing is 0.

The final-report setup violation count is 0. The sum of negative setup slack came out at 0 ns. Across the run, the number of max-cap violations was 0. Between the synthesized netlist and the finished layout, the area growth was recorded as 3.416%.

In the routed design, unresolved DRC markers number 0. The routed design shows a via density per instance of 4.217. The share of the Yosys chip area taken by registers is 41.67%. The min-delay analysis places its worst path in the category reg2reg. The post-synth register bit count is 24.

The highest attainable clock frequency is 0.4416 GHz. With the number of antenna violations at the first check in global routing at 0, the CTS buffer count is 3. Summed over all cells, the static leakage comes to 0.6329 nW. The first global-routing pass estimated 4312 µm of wire. Total power normalized to cell area comes to 276.8 nW/µm². The biggest fanout along the worst timing path was 7. The tools report the number of diodes as 0. The tools report the number of failing hold endpoints at the final stage as 0. A synthesized cell averages 9.639 µm².

The actual transition at the worst max-transition pin was 0.5709 ns. The quantity of I/O buffers inserted on ports was 3. The run gives 24 as the maximum number of pins on one net before global-route repair. After layout, the design draws a total of 0.4194 mW.

With the core box area at 6459 µm², the endpoint required time on the critical path is 4.05 ns. The number of instances in the synthesized netlist is 152. CTS reports a maximum clock tree buffer depth of 2. The tools report the arrival time of the worst setup path as 2.41 ns.

The type of the setup path with the least slack was reg2reg. The clock period could shrink to 2.265 ns. On the worst setup and hold paths after CTS, the clock-pin slew comes to 0.09 ns. OpenROAD reports that the post-layout worst path occupies 58.07% of the period.

The run gives 29 as the number of cell rows. Dividing the detail-routed wire length by the instance count gives 10.91 µm. The tools report the category of the worst setup path capture point as a flip-flop. The run gives 38 for the number of ports placed on the die boundary.

The number of enable flip-flop cells is 2, and the normalized max-slew margin is 61.73%. The die covers 10,400 µm². The critical path startpoint category is a flip-flop.

The tool warning count for the run is 36. The post-placement cell count is 226, and the proportion of synthesized flip-flops having asynchronous set or reset is 91.67%. The cell sitting at the root of the clock tree is a sky130_fd_sc_hd__clkbuf_8. Gates resized during post-CTS repair numbered 0. The tree built by TritonCTS fans out to 24 sinks. The tools report the count of vias placed by the detailed router as 970. The tools report the H-tree depth reported by CTS as 1.

The yosys synthesis warning count was 26. The post-layout instance count excluding filler cells is 230, and the length of the first detailed-routing pass in iterations is 4. Before placement the cells fill 22.69% of the core. RePlAce ended its routability-driven mode at a weighted congestion of 0.8530.

The run gives 0.003193 ns as the maximum clock skew at final layout. After clock tree synthesis, the setup repair step added 0 buffers. Most used flip-flop cell after synthesis: sky130_fd_sc_hd__dfrtp_1. Pins over their slew limit in the final report were tallied at 0. The routed wire length was 2509 µm; the DRC marker count from the first detailed-route iteration was 61.
==> worst max-delay path: stages, from the launching register on <==
cell and delay (ns):
sky130_fd_sc_hd__dfrtp_1 0.42, sky130_fd_sc_hd__inv_1 0.07, sky130_fd_sc_hd__ha_1 0.13, sky130_fd_sc_hd__or4b_1 0.62, sky130_fd_sc_hd__or3_1 0.46, sky130_fd_sc_hd__o41ai_1 0.33
sky130_fd_sc_hd__a21oi_1 0.10
==> per-stage QoR <==
| step | instance area (µm²) | worst slack, ns | hold slack [ns] | utilization (%) |
|---|---|---|---|---|
| after detailed placement | 1470 | 1.662 | 0.4790 | 22.76 |
| after global placement | 1470 | 1.673 | 0.4752 | 22.76 |
| after floorplan | 1555 | 1.807 | 0.4432 | - |
| after global routing | 1515 | 1.519 | 0.5117 | 23.46 |
| after CTS | 1515 | 1.643 | 0.4926 | 23.46 |
| final | 1515 | 1.635 | 0.4967 | 23.46 |
==> cell families (layout without fill, tap and decap cells) <==
kind of cell	after synthesis	in the layout	synth area share [%]
other	1	25	0.2559
AND-OR/OR-AND	9	9	4.014
multiplexers	1	1	0.6832
flip-flops	24	24	41.67
adder cells (fa/ha/maj)	3	3	2.562
buffers and inverters	38	15	16.99
AND/OR/NAND/NOR	61	61	24.85
XOR/XNOR	15	15	8.967
==> layer usage <==
layer	track usage (%)	vias up	share of wire, %
met1	7.291	469	53
met2	7.309	23	45
li1	-	476	-
met3	0.2727	2	1.3
met5	0	-	0
met4	0.7592	0	1.3
==> state kept, by name (all words and copies together), names as in the netlist <==
name and count:
hs 1, line 11, row 11, vs 1
==> worst paths after layout <==
check | start | to | slack [ns] | cells after the start
worst max register to register | row[0] | line[8] | 1.64 | 6
worst min register to register | line[10] | line[9] | 0.50 | 1
max in group asynchronous | reset | line[0] | 2.78 | 3
min in group asynchronous | reset | row[10] | 0.89 | 3
worst min-delay path | line[10] | line[9] | 0.50 | 1
worst max-delay path | row[0] | line[8] | 1.64 | 6
==> cell usage in the layout (no fill, tap or decap), types with 2 or more instances in the layout <==
master and instances:
sky130_fd_sc_hd__a21oi_1 3, sky130_fd_sc_hd__and3_1 2, sky130_fd_sc_hd__buf_4 2, sky130_fd_sc_hd__clkbuf_8 3, sky130_fd_sc_hd__clkdlybuf4s50_1 3, sky130_fd_sc_hd__conb_1 25
sky130_fd_sc_hd__dfrtp_1 22, sky130_fd_sc_hd__edfxtp_1 2, sky130_fd_sc_hd__ha_1 3, sky130_fd_sc_hd__inv_1 6, sky130_fd_sc_hd__nand2_1 6, sky130_fd_sc_hd__nand3_1 9
sky130_fd_sc_hd__nand4_1 6, sky130_fd_sc_hd__nor2_1 16, sky130_fd_sc_hd__nor3_1 4, sky130_fd_sc_hd__nor3b_1 2, sky130_fd_sc_hd__nor4_1 3, sky130_fd_sc_hd__or4b_1 2
sky130_fd_sc_hd__xnor2_1 13, sky130_fd_sc_hd__xor2_1 2
==> power by group <==
part | total [mW] | switching [mW] | internal [mW]
Sequential | 0.254 | 0.000787 | 0.253
Clock | 0.152 | 0.0811 | 0.0705
Combinational | 0.0143 | 0.00947 | 0.00483
==> layout make-up <==
cell class | count | area [µm²]
fill | 687 | 4943
tap | 77 | 96.34
inverter | 6 | 22.52
clock buffer | 3 | 41.29
multi-input combinational | 114 | 695.7
timing repair buffer | 5 | 45.04
clock inverter | 1 | 3.754
sequential | 24 | 610.6
==> cell usage after synthesis, types with 3 or more instances <==
cell | n | share of area [%]
sky130_fd_sc_hd__nand4_1 | 6 | 2.6
sky130_fd_sc_hd__nor3_1 | 4 | 1.4
sky130_fd_sc_hd__nor2_1 | 16 | 4.1
sky130_fd_sc_hd__nand2_1 | 6 | 1.5
sky130_fd_sc_hd__buf_4 | 24 | 12
sky130_fd_sc_hd__ha_1 | 3 | 2.6
sky130_fd_sc_hd__xnor2_1 | 13 | 7.8
sky130_fd_sc_hd__clkbuf_1 | 5 | 1.3
sky130_fd_sc_hd__dfrtp_1 | 22 | 38
sky130_fd_sc_hd__inv_1 | 6 | 1.5
sky130_fd_sc_hd__a21oi_1 | 3 | 1.0
sky130_fd_sc_hd__nand3_1 | 9 | 3.1
sky130_fd_sc_hd__nor4_1 | 3 | 1.3
Power is estimated from default activity; no workload was simulated.
