File: ./config.mk
export PLATFORM = sky130hd
export DESIGN_NAME = DoubleRegisters
export DESIGN_NICKNAME = DoubleRegisters
export VERILOG_FILES = /design/flow/design.v
export SDC_FILE = /design/flow/constraint.sdc
export NUM_CORES = 4
export LEC_CHECK = 1
export CORE_UTILIZATION = 40
File: ./constraint.sdc
current_design DoubleRegisters

set clk_period 2.0
set clk_io_pct 0.2

create_clock -name clk0 -period $clk_period [get_ports {clk}]

set non_clock_inputs [all_inputs -no_clocks]
set_input_delay [expr $clk_period * $clk_io_pct] -clock clk0 $non_clock_inputs
set_output_delay [expr $clk_period * $clk_io_pct] -clock clk0 [all_outputs]
File: ./design.v
module DoubleRegisters(
        clk,
        bus_in, bus_out1, bus_out2,
        num1, num2,
        cs_h_in, cs_l_in, cs_16_in,
        cs_h_out1, cs_l_out1, cs_16_out1,
        cs_h_out2, cs_l_out2, cs_16_out2);
    input [15:0] bus_in;
    output reg [15:0] bus_out1, bus_out2;
    input [1:0] num1, num2;
    input cs_h_in, cs_l_in, cs_16_in;
    input cs_h_out1, cs_l_out1, cs_16_out1;
    input cs_h_out2, cs_l_out2, cs_16_out2;
    input clk;
    (* ram_style="block" *)
    reg [7:0] store_h[3:0]  ;
    (* ram_style="block" *)
    reg [7:0] store_l[3:0]  ;
    always @ (posedge clk)
        if (cs_h_out1)
            bus_out1 <= {8'h00, store_h[num1]};
        else if (cs_l_out1)
            bus_out1 <= {8'h00, store_l[num1]};
        else if (cs_16_out1)
            bus_out1 <= {store_h[num1], store_l[num1]};
        else
            bus_out1 <= 16'bz;
    always @ (posedge clk)
        if (cs_h_out2)
            bus_out2 <= {8'h00, store_h[num2]};
        else if (cs_l_out2)
            bus_out2 <= {8'h00, store_l[num2]};
        else if (cs_16_out2)
            bus_out2 <= {store_h[num2], store_l[num2]};
        else
            bus_out2 <= 16'bz;  
    always @(posedge clk)
        if (cs_h_in)
            store_h[num1] <= bus_in[7:0];
        else if (cs_16_in) begin
            store_h[num1] <= bus_in[15:8];
        end
    always @(posedge clk)
        if (cs_l_in)
            store_l[num1] <= bus_in[7:0];
        else if (cs_16_in) begin
            store_l[num1] <= bus_in[7:0];
        end
endmodule
File: ./run.sh
#!/bin/bash
# OpenROAD 26Q1-2900-gdf79404cd8, Yosys 0.63+post, stock flow scripts
make -C /OpenROAD-flow-scripts/flow DESIGN_CONFIG=/design/flow/config.mk WORK_HOME=/design/flow/orfs finish
==> notes.md <==
run results: status=complete, no violations, endpoint class of the critical path=flop, cell family with most CP delay=multiplexers, category of the most critical setup path=primary input to flop, Final Slew Violations=0, largest incremental delay on the critical path=0.56 ns, Root Driver=clkbuf_8, Tightest Pin Transition=0.291 ns, Critical Path Source Type=primary input, most instantiated flip-flop cell in the synthesis netlist=edfxtp_1, wire length reported by the detailed router=8160 um, Max VDD drop=0.298 mV, clock network latency to the later pin of the worst-skew pair=0.35 ns, number of sinks on the clock net=96, synthesized flop and latch total=96, DP HPWL=5860 um, Clock Tree Buf Depth=2, Placement Rows=36, area used by multi-input combinational logic=1410 sq um, post-CTS resize count=0, initial detailed-routing violation count=69, Crit path arrival time=1.95 ns, footprint of the flip-flops and latches=2560 sq um, post-route fraction of the period consumed by the critical path=85.3%, flip-flops with a built-in enable=64, Slew Limit Headroom=80.6%, cts-stage hold buffer count=0, wire length of the first global-routing pass=12600 um, per-instance average area after synthesis=18.0 sq um, total number of warnings across the stage logs=27, setup repair bufs after CTS=0, power density normalized to cell area=794 nW/um^2, Top cells by area=edfxtp_1, dfxtp_1, mux4_2, mux4_1, mux2_2, final tally of setup violations=0, Via Count=2263, area of the core=9820 sq um, Post-Syn Area=4080 sq um, weighted congestion reported at the end of routability-driven placement=0.814, Tightest Hold Check Type=flop to flop, number of input and output port buffers inserted=59, worst hold start=store_l[2][4]$_DFFE_PP_, top-level port count=62, worst path cell trace=clkdlybuf4s50_1 > buf_12 > mux4_1 > mux2_2, instance tally after logic synthesis=227, number of DRC violations after detailed routing=0, area figure in the yosys stat output=4080 sq um, Async S/R FF share, synth=0%, largest fanout on the critical path=23, Die Span X=103 um, average via count per standard cell=5.04, Worst Setup SP=num1[1], diode count=0, reg-to-reg startpoint=store_h[0][7]$_DFFE_PP_, Post-synth top cells=edfxtp_1, dfxtp_1, mux4_2, Final Worst Setup Slack=0.294 ns, total power after layout=4.13 mW, min cycle time layout=1.71 ns, slowest CP cell=mux4_1, maximum capacitance violations=0, wire length per cell after detailed routing=18.2 um, Post-DP Area=5010 sq um, filler cell count=833, total routing usage reported by global routing=18.1%, number of antenna violations at the first check in global routing=0, leakage power total=1.91 nW, area of all placed cells without fillers=5190 sq um, Peak Freq=0.586 GHz, clock transition at the registers of the reported paths=0.08 ns, Inserted Clock Buffers=9, first-pass iteration count of the detailed router=4, layout overhead on the synthesized area=27.2%, pre-CTS setup slack=-0.0766 ns, sequential area share after synthesis=62.8%, unrepaired setup endpoints after global routing=no, Synth warnings=3, maximum level of the CTS H-tree=3, clock tree from TritonCTS=built, via count of the first global-routing pass=2445, initial standard-cell utilization of the core=41.6%, Yosys Instances=227, hold violation total from the final report=0, maximum number of pins on one net before global-route repair=24, chip area=10600 sq um, vertical die size=103 um, cell type contributing the most total cell area after synthesis=edfxtp_1, portion of synthesized cell area occupied by the leading cell type=47.1%, Crit path buffers/inverters=2, DRT antenna net count=0, number of library cell types mapped by synthesis=19, total global routing overflow=0, fraction of final layout cells with drive strength greater than 1=25.3%, most common cell in the netlist=edfxtp_1, setup clock skew after layout=0.00840 ns, CP required=2.24 ns
final timing paths:
| check | endpoint | slack (ns) | cells past startpoint |
|---|---|---|---|
| hold / removal | bus_out2[4]$_DFF_P_ | 0.67 | 3 |
| setup reg to reg | bus_out1[7]$_DFF_P_ | 0.69 | 2 |
| hold reg to reg | bus_out2[4]$_DFF_P_ | 0.67 | 3 |
| setup / recovery | bus_out1[0]$_DFF_P_ | 0.29 | 4 |
placed cells by master, fill, tap and decap left out, drive strengths merged:
cell type       n
edfxtp         64
clkdlybuf4s50  59
dfxtp          32
mux4           32
buf            31
mux2           16
mux2i          16
nor2b          16
clkbuf         12
o22ai           8
a21o            8
nor2            8
nand2b          4
or2             3
nor3            2
clkinv          2
nand2           1
inv             1
bufinv          1
tightest hold or removal path, cell delays in order (launching register included):
cell	delay, ns
edfxtp_1	0.34
mux2i_1	0.07
o22ai_1	0.13
a21o_1	0.10
stage by stage:
step	util, %	hold slack (ns)	instances	TNS, ns
CTS	52.9	0.669	449	0
floorplan	-	0.499	227	0
global route	52.9	0.693	449	0
finish	52.9	0.666	449	0
detailed placement	51.1	0.663	433	-1.10
global placement	51.1	0.663	433	-0.989
state kept, by name (all words and copies together) (netlist names):
signal,count
store_h,32
bus_out2,16
bus_out1,16
store_l,32
power by group:
part / internal (mW) / switching (mW) / total [mW]
Combinational: 0.384 / 0.202 / 0.586
Sequential: 2.28 / 0.0644 / 2.35
Clock: 0.575 / 0.617 / 1.19
cell type report:
class                      instances  share of cell area (%)
clock buffer                      12                    2.60
clock inverter                     4                   0.867
multi-input combinational        114                    27.2
sequential                        96                    49.3
tap                              133                    3.20
timing repair buffer              90                    16.8
cell families (layout without fill, tap and decap cells):
group                  count (synthesis)  in the layout  share of synthesized area (%)
and+or+nand+nor                       34             34                           4.60
muxes                                 64             64                           27.3
AOI/OAI and AO/OA                     16             16                           2.70
DFF                                   96             96                           62.8
buffers and inverters                 17            106                           2.67
per-layer routing:
metal  track usage, %  up-vias  wire, um
met5                0        -         0
met4             2.71        0       142
met2             29.4       97      4110
li1                 -     1072         -
met3             9.03       14       883
met1             23.7     1080      3030
Power is estimated from default activity; no workload was simulated.
